===== design.v =====
module btb(
    input  logic        clk,
    input  logic        rst,
    input  logic [31:0] PC,
    input  logic        update,
    input  logic [31:0] updatePC,
    input  logic [31:0] updateTarget,
    input  logic        mispredicted,
    output logic        valid,
    output logic [31:0] target,
    output logic        predictedTaken
);
    logic [2:0]  index;
    logic [26:0] tag;   
    logic [127:0] read_set;
    logic [127:0] update_set;
    logic [2:0]   update_index;
    logic [26:0]  update_tag;
    logic [127:0] write_set;
    logic [2:0]   write_index;
    logic check_branch1, check_branch2;
    logic update_branch1, update_branch2;
    logic lru_read, lru_write;
    assign index        = PC[4:2];
    assign tag          = PC[31:5];
    assign update_index = updatePC[4:2];
    assign update_tag   = updatePC[31:5];
    assign write_index  = updatePC[4:2];
    btb_file u_btb_file(
        .clk(clk),
        .read_index(index),
        .read_set(read_set),
        .write_index(write_index),
        .write_set(write_set),
        .write_enable(update),
        .update_index(update_index),   
        .update_set(update_set)
    );
    btb_read_logic u_read(
        .set_data(read_set),  
        .pc_tag(tag),         
        .hit1(check_branch1),  
        .hit2(check_branch2),          
        .target(target),      
        .valid(valid),
        .predictedTaken(predictedTaken)  
    );
    btb_read_logic u_update_read(
        .set_data(update_set),
        .pc_tag(update_tag),   
        .hit1(update_branch1), 
        .hit2(update_branch2),      
        .target(),
        .valid(),
        .predictedTaken() 
    );
    lru u_lru(
        .clk(clk),
        .rst(rst),
        .read_index(index),
        .branch1_used(check_branch1),
        .branch2_used(check_branch2),
        .update(update),
        .update_index(update_index),
        .update_branch1(update_branch1),
        .update_branch2(update_branch2),
        .lru_read_bit(lru_read),
        .lru_write_bit(lru_write)
    );
    btb_write_logic u_write_logic (
        .old_set(update_set),
        .new_tag(update_tag),
        .new_target(updateTarget),
        .mispredicted(mispredicted),
        .update(update),
        .update_branch1(update_branch1),
        .update_branch2(update_branch2),
        .lru_write(lru_write),
        .write_set(write_set)
    );
endmodule
module btb_file(
    input  logic         clk,
    input  logic [2:0]   read_index,
    input  logic [2:0]   write_index,
    input  logic [127:0] write_set,
    input  logic         write_enable,
    input  logic [2:0]   update_index,
    output logic [127:0] read_set,
    output logic [127:0] update_set
);
    logic [127:0] btb_mem [7:0];  
    initial begin
        integer i;
        for (i = 0; i < 8; i = i + 1)
            btb_mem[i] = 128'b0;
    end
    assign read_set = (write_enable && read_index == write_index) ? write_set : btb_mem[read_index];
    always_ff @(posedge clk) begin
        if(write_enable)
            btb_mem[write_index] <= write_set;
    end
    assign update_set = btb_mem[update_index];
endmodule
module btb_read_logic(
    input  logic [127:0] set_data,   
    input  logic [26:0]  pc_tag,     
    output logic         hit1,
    output logic         hit2,          
    output logic [31:0]  target,     
    output logic         valid,
    output logic         predictedTaken   
);
    logic        valid1, valid2;
    logic [26:0] tag1, tag2;
    logic [31:0] target1, target2;
    logic [1:0]  fsm1, fsm2;
    logic [1:0]  fsm_state;
    assign valid1  = set_data[127];
    assign tag1    = set_data[126:100];
    assign target1 = set_data[99:68];
    assign fsm1    = set_data[67:66];
    assign valid2  = set_data[63];
    assign tag2    = set_data[62:36];
    assign target2 = set_data[35:4];
    assign fsm2    = set_data[3:2];
    assign hit1 = valid1 && (pc_tag == tag1);
    assign hit2 = valid2 && (pc_tag == tag2);
    assign target    = hit1 ? target1 : target2;
    assign fsm_state = hit1 ? fsm1 : (hit2 ? fsm2 : 2'b00);
    assign valid          = hit1 || hit2;
    assign predictedTaken = fsm_state[1];
endmodule
module btb_write_logic(
    input  logic [127:0] old_set,           
    input  logic [26:0]  new_tag,
    input  logic [31:0]  new_target,
    input  logic         mispredicted,
    input  logic         update,
    input  logic         update_branch1,
    input  logic         update_branch2,
    input  logic         lru_write,
    output logic [127:0] write_set
);
    logic        valid1, valid2;
    logic [26:0] tag1, tag2;
    logic [31:0] target1, target2;
    logic [1:0]  fsm1, fsm2;
    assign valid1  = old_set[127];
    assign tag1    = old_set[126:100];
    assign target1 = old_set[99:68];
    assign fsm1    = old_set[67:66];
    assign valid2  = old_set[63];
    assign tag2    = old_set[62:36];
    assign target2 = old_set[35:4];
    assign fsm2    = old_set[3:2];  
    logic        write_valid1, write_valid2;
    logic [26:0] write_tag1, write_tag2;
    logic [31:0] write_target1, write_target2;
    logic        new_entry;
    logic        insert_branch1, insert_branch2;
    logic        take_branch1, take_branch2;
    assign new_entry = update && ~(update_branch1 || update_branch2);
    assign insert_branch1 = new_entry && ~lru_write;
    assign insert_branch2 = new_entry && lru_write;
    assign take_branch1 = update_branch1 || insert_branch1;
    assign take_branch2 = update_branch2 || insert_branch2;
    assign write_valid1 = valid1 | take_branch1;
    assign write_valid2 = valid2 | take_branch2;
    assign write_tag1 = insert_branch1 ? new_tag : tag1;
    assign write_tag2 = insert_branch2 ? new_tag : tag2;
    assign write_target1 = take_branch1 ? new_target : target1;
    assign write_target2 = take_branch2 ? new_target : target2;
    logic [1:0] next_fsm1, next_fsm2, fsm1_input, fsm2_input;
    assign fsm1_input = insert_branch1 ? 2'b00 : fsm1;
    assign fsm2_input = insert_branch2 ? 2'b00 : fsm2;
    predictor_fsm u_fsm1(
        .currentState(fsm1_input),
        .mispredicted(mispredicted),
        .nextState(next_fsm1)
    );
    predictor_fsm u_fsm2(
        .currentState(fsm2_input),
        .mispredicted(mispredicted),
        .nextState(next_fsm2)
    );
    assign write_set = {
        write_valid1, write_tag1, write_target1, next_fsm1, 2'b00,
        write_valid2, write_tag2, write_target2, next_fsm2, 2'b00
    };
endmodule
module lru (
    input  logic        clk,
    input  logic        rst,
    input  logic [2:0]  read_index,       
    input  logic        branch1_used,     
    input  logic        branch2_used, 
    input  logic        update,     
    input  logic [2:0]  update_index,     
    input  logic        update_branch1,
    input  logic        update_branch2,     
    output logic        lru_read_bit,     
    output logic        lru_write_bit     
);
    logic [7:0] lru_reg;
    assign lru_read_bit  = lru_reg[read_index];
    assign lru_write_bit = lru_reg[update_index];
    logic new_entry;
    logic insert_branch1, insert_branch2;
    assign new_entry      = update && ~(update_branch1 || update_branch2);  
    assign insert_branch1 = new_entry && ~lru_write_bit;
    assign insert_branch2 = new_entry && lru_write_bit;
    always_ff @(posedge clk or posedge rst) begin
        if (rst)
            lru_reg <= 8'b0;   
        else begin
            if (branch1_used)
                lru_reg[read_index] <= 1'b1;  
            else if (branch2_used)
                lru_reg[read_index] <= 1'b0;  
            if (new_entry) begin
                if (insert_branch1)
                    lru_reg[update_index] <= 1'b1; 
                else if (insert_branch2)
                    lru_reg[update_index] <= 1'b0; 
            end
        end
    end
endmodule
module predictor_fsm(
    input  logic [1:0] currentState,
    input  logic       mispredicted,
    output logic [1:0] nextState
);
    always_comb begin
        case (currentState)
            2'b00: nextState = mispredicted ? 2'b01 : 2'b00;  
            2'b01: nextState = mispredicted ? 2'b10 : 2'b00;  
            2'b10: nextState = mispredicted ? 2'b11 : 2'b10;  
            2'b11: nextState = mispredicted ? 2'b00 : 2'b10;  
            default: nextState = 2'b00;
        endcase
    end
endmodule

===== run.sh =====
#!/bin/bash
# OpenROAD 26Q1-2900-gdf79404cd8, Yosys 0.63+post, stock flow scripts
make -C /OpenROAD-flow-scripts/flow DESIGN_CONFIG=/design/flow/config.mk WORK_HOME=/design/flow/orfs finish

===== config.mk =====
export PLATFORM = sky130hd
export DESIGN_NAME = btb
export DESIGN_NICKNAME = btb
export VERILOG_FILES = /design/flow/design.v
export SDC_FILE = /design/flow/constraint.sdc
export NUM_CORES = 4
export LEC_CHECK = 1
export CORE_UTILIZATION = 50

===== constraint.sdc =====
current_design btb

set clk_period 42.4
set clk_io_pct 0.2

create_clock -name clk0 -period $clk_period [get_ports {clk}]

set non_clock_inputs [all_inputs -no_clocks]
set_input_delay [expr $clk_period * $clk_io_pct] -clock clk0 $non_clock_inputs
set_output_delay [expr $clk_period * $clk_io_pct] -clock clk0 [all_outputs]

==> results.toml <==
# generated from flow reports
[final_timing]
post-route-min-period_ps = 26730
grt_setup_unrepaired = "false"
fin_setup_tns_ps = 0
clock_skew_ps = 40.4
slew_headroom = 0.265
worst_slew_pin_slew_ps = 1090
setup_viol = 0
finalCritPeriodShare = 0.630
fmaxAchievable_ghz = 0.0374
setup_ws_ps = 15670
drv_slew = 0
hold_viol = 0

[synth]
enable_flop_cells = 992
ys_sh_adder = 0.00171
yosysWarnings = 3
synth_cells = 3351
ys_cells = 3351
synthMuxAreaShare = 0.249
yosys.area_share.simple = 0.0596
largest_area_cell = "edfxtp_1"
top_cell_area_share = 0.582
yosys_area_mm2 = 0.0512
syn_area_mm2 = 0.0512
yosys.cell_types.count = 88
synth_seq_share = 0.586
syn_avg_cell_area_um2 = 15.3
synth_flops = 1000
synthTopCellsByArea = "edfxtp_1 (58%), mux4_2 (15%), mux2i_1 (6.2%), mux2_2 (2.8%), nor2_1 (1.6%)"
ff_type = "edfxtp_1"
ys_async_sr_fraction = 0.00800
aoi_share = 0.0690
synth_xor_xnor_area_share = 0.00890
top_logic_kind = "multiplexers"

[setup_path]
path_class = "input pin to output pin"
cp-start-kind = "input pin"
regToRegEndpoint = "u_lru.lru_reg[5]"
worst-path-max-fanout = 57
cpMaxStageDelayCell = "nor4_1"
crit_required_ps = 33920
r2r_slack_ps = 35810
worst_r2r_path_depth = 16
cp-end-kind = "output pin"
r2r-start = "u_btb_file.btb_mem[5][47]"
crit_path_max_incr_delay_ps = 1000
path_common_cell = "buf_4"
arrival_ps = 18250
crit_path_cell_trace = "buf_8, buf_4, or2_2, buf_4, o22ai_1, o21ai_0, nand4b_1, nor4_1, nand4b_1, nand3_2, nor2_2, a21oi_1, nor2_1, a2111oi_0, nand4b_1, nor4_2, buf_4, buf_4, mux2_1, mux2i_1, clkdlybuf4s50_1"

[layout]
largest_reg_flops = 992
fillCellCount = 7565
syn_to_final_growth_pct = 12.2
finalNonFillerCells = 4896
fin_util = 0.570
drive_above_1_share = 0.220
final_area_mm2 = 0.0574

[worst_hold_path]
hold_class = "flip-flop to flip-flop"
holdPathEnd = "u_lru.lru_reg[6]"
hold_depth = 2
min_from = "u_lru.lru_reg[6]"

[place]
gp_congestion = 0.995
dpl.cell_count = 4691
dp_hpwl_um = 95000
port_buffers = 129
place_ws_ps = 15890
place_area_mm2 = 0.0539

[floorplan]
fp.dieW_um = 322
chipHeight_um = 322
dieArea_mm2 = 0.104
fp_util = 0.508
rows = 116
io_pins = 134
core_area_mm2 = 0.101

[power_and_ir_drop]
power_leakage_nw = 18.9
power.share.clock = 0.388
seqPwrFrac = 0.482
p_int_mw = 1.80
ir_drop_uv = 34.3
p_sw_mw = 0.601
swShare = 0.250
p_per_area_mw_per_mm2 = 41.8
comb_power_share = 0.131

[cts]
clock.latency.late_pin_ps = 720
cts_setup_buffers = 0
cts_hold_buf = 0
cts_tree = "done"
cts_root_buf = "clkbuf_16"
cts_max_level = 3
ctsResizeCount = 0
clock_sinks = 1000
cts_buffer_depth = 3
clk_pin_slew_ps = 70
numCtsBuffers = 108

[global_route]
antenna_found_initial = 7
grt_pass1_wl_um = 232000
grt_overflow = 0
grt_use_total = 0.342
grt_start_max_net_pins = 80
grt_pass1_vias = 35957

[route]
drc = 0
first_pass_iters = 5
ant_nets = 0
routedWlPerCell_um = 32.0
routed_wl_um = 157000
via_count = 32665
drt-initial-drc-count = 2339
viasPerCell = 6.67

[job]
maxCapViolCount = 0
warning_count = 35

[outcome]
outcome = "finished clean"
[critical path: cells and delay by family]
kind / cells / cell delay (ps)
AND-OR/OR-AND: 4 / 1880
multiplexers: 2 / 730
buffers and inverters: 6 / 3470
AND/OR/NAND/NOR: 9 / 3470
[kinds of logic (layout without fill, tap and decap cells)]
kind of cell | count (synthesis) | after routing
fa+ha+maj | 7 | 7
flops | 1000 | 1000
compound gates | 544 | 544
mux | 820 | 820
other cells | 0 | 3
buf+inv | 284 | 469
xor+xnor | 52 | 52
simple gates | 644 | 644
[through the flow]
stage                     total power [mW]  hold slack [ps]
after floorplan                       1.37              508
after global placement                1.48              539
after detailed placement              1.49              533
after CTS                             2.41              542
after global routing                  2.48              568
final                                 2.40              554
[placed cells by master (no fill, tap or decap), drive strengths merged, types with 14 or more instances in the layout]
master	synthesis	layout
nand3	48	48
nand2	179	179
nand4	14	14
mux4	344	344
or3	25	25
inv	36	42
o31ai	14	14
xnor2	36	36
buf	109	106
a31oi	31	31
a211oi	30	30
o22ai	77	77
mux2	157	157
and3	30	30
nor2	215	215
nor4	14	14
o21ai	90	90
xor2	16	16
a21oi	150	150
a221oi	19	19
clkdlybuf4s50	0	123
mux2i	319	319
a22oi	28	28
nor3	35	35
clkinv	2	50
clkbuf	137	133
and2	29	29
edfxtp	992	992
[cell type report]
cell class	instances	area, µm²	share of cell area
sequential	1000	30000	0.523
multi-input combinational	2067	19900	0.347
clock buffer	133	2840	0.0495
timing repair buffer	229	2110	0.0367
tap	1357	1700	0.0296
clock inverter	69	661	0.0115
inverter	38	150	0.00262
antenna	3	7.51	0.000131
[power by group through the flow]
stage | Sequential, mW | Clock, mW | Combinational [mW]
finish | 1.16 | 0.930 | 0.314
global route | 1.16 | 0.981 | 0.336
CTS | 1.16 | 0.945 | 0.311
[worst max-delay path by stage]
stage | cells past startpoint | end | start
global route | 21 | target[0] | updatePC[2]
CTS | 21 | target[0] | updatePC[2]
finish | 21 | target[0] | updatePC[2]
[routing by layer]
metal | vias up | wire (µm) | share of wire | track usage
li1 | 13802 | - | - | -
met1 | 16271 | 54700 | 0.35 | 0.468
met2 | 2213 | 73300 | 0.47 | 0.490
met4 | 12 | 6400 | 0.041 | 0.108
met5 | - | 144 | 0.00092 | 0.0128
met3 | 367 | 22300 | 0.14 | 0.204
[synthesized netlist by cell type, drive strengths merged (8+ instances only)]
| cell | number |
|---|---|
| mux2i | 319 |
| a22oi | 28 |
| nor2b | 13 |
| a21o | 10 |
| nor3 | 35 |
| a31oi | 31 |
| a221o | 10 |
| xor2 | 16 |
| edfxtp | 992 |
| mux2 | 157 |
| or2 | 10 |
| nand3 | 48 |
| nand2 | 179 |
| o31ai | 14 |
| nand4b | 8 |
| a211oi | 30 |
| o211ai | 9 |
| and3 | 30 |
| and2 | 29 |
| o21ai | 90 |
| a22o | 8 |
| a21oi | 150 |
| a221oi | 19 |
| or3 | 25 |
| nor4 | 14 |
| buf | 109 |
| nor2 | 215 |
| clkbuf | 137 |
| o22ai | 77 |
| mux4 | 344 |
| nand4 | 14 |
| dfrtp | 8 |
| xnor2 | 36 |
| inv | 36 |
Power figures rest on the tool's default switching activity, not on a simulated workload.
